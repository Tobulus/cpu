==> /design/flow/design.v <==
module register(input wire I_clk,
    input wire I_reset, 
    input wire I_enable,
    input wire[2:0] I_rD_select,
    input wire[2:0] I_rA_select,
    input wire[2:0] I_rB_select,
    input wire[15:0] I_rD_in,
    input wire I_rD_write,
    input wire[1:0] I_rD_write_pos,
    output reg[15:0] O_rA_out,
    output reg[15:0] O_rB_out);
reg[15:0] registers[0:7];
integer i;
always @(posedge I_clk)
begin: register
    if (I_reset) begin
        for (i=0; i < 8; i=i+1) begin
            registers[i] <= 0;
        end
    end
    else if (I_enable == 1)
    begin
        O_rA_out <= registers[I_rA_select];
        O_rB_out <= registers[I_rB_select];
        if (I_rD_write == 1)
        begin
            if (I_rD_write_pos == 0) begin
                registers[I_rD_select] <= I_rD_in;
            end
            else if (I_rD_write_pos == 1) begin
                registers[I_rD_select][7:0] <= I_rD_in[7:0];
            end
            else if(I_rD_write_pos == 2) begin
                registers[I_rD_select][15:8] <= I_rD_in[15:8];
            end
        end
    end
end
endmodule
==> /design/flow/run.sh <==
#!/bin/bash
# OpenROAD 26Q1-2900-gdf79404cd8, Yosys 0.63+post, stock flow scripts
make -C /OpenROAD-flow-scripts/flow DESIGN_CONFIG=/design/flow/config.mk WORK_HOME=/design/flow/orfs finish
==> /design/flow/config.mk <==
export PLATFORM = sky130hd
export DESIGN_NAME = register
export DESIGN_NICKNAME = register
export VERILOG_FILES = /design/flow/design.v
export SDC_FILE = /design/flow/constraint.sdc
export NUM_CORES = 4
export LEC_CHECK = 1
export CORE_UTILIZATION = 30
==> /design/flow/constraint.sdc <==
current_design register

set clk_period 7.8
set clk_io_pct 0.2

create_clock -name clk0 -period $clk_period [get_ports {I_clk}]

set non_clock_inputs [all_inputs -no_clocks]
set_input_delay [expr $clk_period * $clk_io_pct] -clock clk0 $non_clock_inputs
set_output_delay [expr $clk_period * $clk_io_pct] -clock clk0 [all_outputs]
==> deck_impl_summary.md <==
Flow Results at a Glance

Clock network
  – Root Buffer: clkbuf_16
  – Clock buffer depth: 2
  – CTS resizes: 0
  – CTS tree: yes
  – # Post-CTS Setup Buffers: 0
  – Cts hold-fix bufs: 0
  – Clock sink count: about 160
  – Clk latency of the worst-skew pair: 420 ps
  – H-tree depth: 4
  – Num CTS Buffers: 17
  – CTS clk-pin slew, worst paths: 60 ps

GRT
  – Global route total overflow: 0
  – First-pass GRT wire length: 26.9 mm
  – Initial antenna violation count: 0
  – GR Util met1: 18.7%
  – Largest net degree at the start of global routing: 73
  – Top Usage Layer GRT: met2
  – Grt met3 use: 9.19%
  – GRT Total Usage: ~14%
  – Vias in the first global route: 4754
  – Met2 Track Usage GR: 20.8%

Timing
  – Fmax: 259 MHz
  – Final period utilization: between 40 and 50%
  – TNS Setup: 0 ps
  – Unrepaired setup endpoints after global routing: no
  – Setup Skew: 6.70 ps
  – Fin. Hold Viols: 0
  – Minimum clock period: 3870 ps
  – Final setup fails: 0
  – Slew headroom: 44.5%
  – Final max-slew violation count: 0
  – Slew of the pin with the lowest slew margin: 830 ps

Drt
  – Post-Route WL: 17.5 mm
  – Drt wl/cell: 20.2 microns
  – DR vias: about 4.5k
  – Ant. Diodes: 0
  – Detailed-route vias per instance: 5.23
  – Initial DRC Count: 338
  – DRC errors left: 0
  – DR pass1 iterations: 21
  – Post-DRT Antenna Nets: 0

Worst setup path
  – Slowest cell on crit path: clkdlybuf4s50_1
  – Critical path launch point: I_reset
  – Crit start category: input pin
  – Reg-to-Reg Start: registers[0][6]$_SDFFCE_PN0P_
  – Crit Path Class: in2reg
  – Crit path cell chain: clkdlybuf4s50_1 > nand4bb_2 > buf_4 > o21bai_1
  – Crit path DRT: 7850 ps
  – Critical path endpoint category: register
  – CP arrival: 3920 ps
  – Crit Path Max Fanout: 72
  – CP peak stage delay: 850 ps

Power
  – Peak supply drop: 0.106 mV
  – Leakage Power: 0.00298 uW
  – PD cells: 219 mW/mm^2

Logic synthesis
  – Mapped cell area: 0.00799 sq mm
  – Synthesized area per cell: 16.8 sq um
  – Mapped Cells: 477
  – Yosys synthesis chip area: 0.00799 sq mm
  – Synth flops: around 160
  – Number of distinct library cells after synthesis: 18
  – Sequential area share after synthesis: 60.1%
  – # Cells Yosys: ~480
  – YS warnings: 1

Floorplanning
  – # IOs: between 60 and 70
  – Chip Height: approximately 170 microns
  – Die area: ~0.027 sq mm
  – Row cnt: 59
  – Core area: 0.0261 sq mm
  – Die Width: 165 microns
  – Starting Density: 30.6%

Cells and area
  – Top cell excl fill/tap: edfxtp_1
  – Share of cells above drive strength 1: roughly 16%
  – Top cells excl fill/tap: 160 x edfxtp_1, 128 x nor3_1, 60 x clkdlybuf4s50_1
  – Area Growth Syn to Fin: 18.3%
  – Core Util, Final: 36.2%

Placement
  – Port Buf Inserts: 62
  – GPL Wtd Cong: 0.851
  – DP Wirelength: 12.3 mm

Min path
  – Hold_sp: registers[2][3]$_SDFFCE_PN0P_
  – Hold WC Path Type: reg2reg

Run
  – Max-cap violations: 0
  – Tool Warnings: 25

Outcome
  – Status: completed
through the flow:
step / setup WS, ps / hold slack (ps) / std cells / instance area [sq um] / total power (uW)
after floorplan: 4360 / 734 / 477 / 7990 / 1160
after CTS: 3900 / 782 / 865 / 9460 / 2090
after detailed placement: 3500 / 764 / 833 / 8840 / 1240
after global routing: 3780 / 809 / 865 / 9460 / 2150
after global placement: 3570 / 760 / 833 / 8840 / 1230
final: 3930 / 772 / 865 / 9460 / 2070
metal layers:
metal  vias to the layer above  wire (microns)
met2                       234            8020
met3                        27            2200
met5                         -              45
met1                      2197            6910
met4                         2             274
li1                       2067               -
registers in the layout, indices dropped and copies added (netlist names):
register and flops:
O_rB_out 16, O_rA_out 16, registers 128
cell usage after synthesis (all sizes together):
library cell | instances | area (sq um)
edfxtp | 160 | 4800
nor3 | 128 | 641
mux4 | 64 | 1650
mux2 | 32 | 360
buf | 27 | 178
clkbuf | 23 | 88.8
clkinv | 16 | 60.1
o21bai | 16 | 120
nand3b | 3 | 22.5
or3b | 3 | 26.3
nand4bb | 2 | 22.5
nand3 | 1 | 5.00
nor2b | 1 | 6.26
or3 | 1 | 6.26
cells by family after synthesis:
| group | share of synthesized area (%) |
|---|---|
| flops | 60.1 |
| simple gates | 9.13 |
| mux | 25.2 |
| buf+inv | 4.09 |
| compound gates | 1.50 |
layout make-up:
| class | instances | area [sq um] |
|---|---|---|
| clock buffer | 17 | 425 |
| clock inverter | 15 | 191 |
| fill | 2398 | 16700 |
| inverter | 16 | 60.1 |
| multi-input combinational | 251 | 2880 |
| sequential | 160 | 4800 |
| tap | 335 | 419 |
| timing repair buffer | 71 | 678 |
power breakdown:
group          leakage (uW)  switching [uW]  internal (uW)
registers           0.00152            23.9            998
logic               0.00116            94.5            102
clock network      0.000296             323            533
worst max-delay path: cells and delay by family:
family | cells | cell delay (ps)
buf+inv | 2 | 1190
compound gates | 1 | 690
simple gates | 1 | 450
worst paths after layout:
check / endpoint / slack [ps] / depth (start not counted)
hold reg to reg: O_rB_out[3]$_DFFE_PP_ / 770 / 2
setup reg to reg: O_rB_out[6]$_DFFE_PP_ / 6260 / 2
setup / recovery: registers[7][5]$_SDFFCE_PN0P_ / 3930 / 4
hold / removal: O_rB_out[3]$_DFFE_PP_ / 770 / 2
No activity file was given, so power comes from the tool's default toggle rates.
