==> design.v <==
module uart_rx
#(parameter CLKS_PER_BIT = 120)
(input wire I_clk, 
    input wire I_reset,
    input wire I_data_bit,
    output reg O_ready,
    output reg O_data_ready,
    output reg[7:0] O_data);
reg[7:0] buffer, clk_count;
reg[3:0] state;
always @(posedge I_clk)
begin: uart_rx
    if (I_reset == 1) begin
        clk_count <= 0;
        state <= 0;
        O_data_ready <= 0;
        O_ready <= 1;
    end
    else begin
        if (state == 0) begin
            if (I_data_bit == 0) begin
                state <= 1;
            end
            O_data_ready <= 0;
            O_ready <= 1;
            buffer <= 0;
        end
        else if (state == 1) begin
            O_ready <= 0;
            if (clk_count == (CLKS_PER_BIT/2)) begin
                clk_count <= 0;
                if (I_data_bit == 0) begin
                    state <= 2;
                end
                else begin
                    state <= 0;
                end
            end
            else begin
                clk_count <= clk_count + 1;
            end
        end
        else if(state <= 9) begin
            if (clk_count >= CLKS_PER_BIT) begin
                buffer[state-2] <= I_data_bit;
                state <= state + 1;
                clk_count <= 0;
            end
            else begin
                clk_count <= clk_count + 1;
            end
        end
        else begin
            if (clk_count >= CLKS_PER_BIT) begin
                if (I_data_bit == 1) begin
                    O_data <= buffer;
                    O_data_ready <= 1;
                end
                clk_count <= 0;
                state <= 0;
            end
            else begin
                clk_count <= clk_count + 1;
            end
        end
    end
end
endmodule
==> run.sh <==
#!/bin/bash
# OpenROAD 26Q1-2900-gdf79404cd8, Yosys 0.63+post, stock flow scripts
make -C /OpenROAD-flow-scripts/flow DESIGN_CONFIG=/design/flow/config.mk WORK_HOME=/design/flow/orfs finish
==> config.mk <==
export PLATFORM = sky130hd
export DESIGN_NAME = uart_rx
export DESIGN_NICKNAME = uart_rx
export VERILOG_FILES = /design/flow/design.v
export SDC_FILE = /design/flow/constraint.sdc
export NUM_CORES = 4
export LEC_CHECK = 1
export CORE_AREA = 10 10 110 110
export DIE_AREA = 0 0 120 120
==> constraint.sdc <==
current_design uart_rx

set clk_period 3.7
set clk_io_pct 0.2

create_clock -name clk0 -period $clk_period [get_ports {I_clk}]

set non_clock_inputs [all_inputs -no_clocks]
set_input_delay [expr $clk_period * $clk_io_pct] -clock clk0 $non_clock_inputs
set_output_delay [expr $clk_period * $clk_io_pct] -clock clk0 [all_outputs]
==> flow_summary.ini <==
; physical design summary
[clock_network]
cts_tree = yes
clkTransAtPathRegs_ps = 60
cts_sinks = 30
cts_made_buffers = 5
cts_resized = 0
root_buffer = clkbuf_8
cts_hold_buf = 0
clk_latency_ps = 280
cts.path.max_buffers = 2
htree_levels = 2
post_cts_buffers = 0

[die]
pin_count = 13
die-area_um2 = 14400
initial_core_util_pct = 19.2
die_y_um = 120
rows = 36
die_w_um = 120
core_area_um2 = 9770

[final_timing]
fin_worst_skew_ps = 3.25
hold_viol = 0
period_minus_slack_ps = 3300
slew-limit-headroom_pct = 57.2
maxClockFrequency_ghz = 0.303
finalCritPeriodShare_pct = 89.2
setup_viol = 0
drv_slew = 0
fin_setup_tns_ps = 0
worstMarginPinSlew_ps = 642
rsz0062_at_grt = false

[setup_path]
slowest_delay_ps = 500
crit_fanout = 9
cp_cell_sequence = inv_1 > ha_1 > xnor2_1 > nand3_1 > ha_1 > or3b_2 > nor4_1 > o21ai_0 > mux2i_1
critPathLaunchType = flip-flop
crit_top_cell = ha_1
worstSetupEndpointType = flip-flop
crit_arrival_ps = 3320
required_ps = 3720
critPathKind = flip-flop to flip-flop
worstPathBufferInverterCount = 1
cp_slowest_cell = or3b_2
critPathTopFamily = simple AND/OR/NAND/NOR gates

[power_and_ir_drop]
sw_frac_of_total_pct = 38.6
power_frac_seq_pct = 36.3
p_int_w = 0.000780
irDropWorstVdd_mv = 0.188
p_comb_share_pct = 44.1
p_sw_w = 0.000491
leakage_nw = 0.810
power_density_nw_per_um2 = 568
p_clk_share_pct = 19.5

[placed_design]
dp_hpwl_um = 2750
gp_congestion = 0.896
placed_area_um2 = 2160
io_buffer_count = 12

[drt]
ant_nets = 0
routedWlPerCell_um = 11.1
detail_route.vias_per_cell = 4.20
detail_route.iter0.violations = 115
drt_wl_total_um = 3690
drc = 0
firstDrtPassIters = 4
dr_total_vias = 1397
n_antenna_cell = 0

[synthesis]
synth_stat.cells = 183
ys_chip_area_um2 = 1880
synth_cell_type_count = 44
ff_type = edfxtp_1
edf_count = 16
syn_area_um2 = 1880
async_flop_share_pct = 0
synth_cells = 183
synth.avg_cell_area_um2 = 10.3
yosysWarnings = 1
ys_seq_elements = 30
ys_seq_share_pct = 40.5

[final_layout]
area_growth_pct = 19.1
drive_gt1_share_pct = 9.50
fin_area_um2 = 2240
finalCoreUtilization_pct = 22.9

[job]
drv_cap = 0
warnings = 33

[grt]
grt_start_max_net_pins = 18
antenna_found_initial = 0
overflow = 0
grt_first_pass_wirelength_um = 6620
grt_pass1_vias = 1363
track_usage_pct = 5.39

[hold_path]
min_path_type = flip-flop to flip-flop

[outcome]
status = finished, final reports clean
[Yosys cell counts, types with 2 or more instances]
cell type	instances	area [µm²]
edfxtp_1	16	480
nor3_1	13	65.1
mux2i_1	9	90.1
buf_2	3	15.0
ha_1	17	213
dfxtp_1	14	280
nand4_1	6	37.5
nand3_1	7	35.0
nand4b_1	2	17.5
or2_2	2	12.5
o31ai_1	2	15.0
nor2_1	5	18.8
xor2_1	5	43.8
inv_1	9	33.8
nor4_4	2	42.5
or3b_2	2	17.5
o21ai_0	9	45.0
xnor2_1	6	52.6
a21oi_1	4	20.0
nor4_1	7	43.8
nand2_1	18	67.6
o311ai_0	2	17.5
a211oi_1	2	15.0
[routing by layer]
metal | routed length, µm | vias to the layer above | global-route usage, %
li1 | - | 722 | -
met1 | 1870 | 645 | 7.97
met2 | 1530 | 28 | 7.67
met3 | 257 | 2 | 1.95
met4 | 27 | 0 | 0.528
met5 | 0 | - | 0
[layout make-up]
cell class / count / area [µm²]
clock buffers: 6 / 72.6
clock inverters: 2 / 8.76
fillers: 1051 / 7540
inverters: 9 / 33.8
multi-input cells: 139 / 1060
flip-flops and latches: 30 / 761
well taps: 133 / 166
repair buffers: 14 / 135
[power by group through the flow]
stage	registers [W]	clock network [W]	logic, W
after global routing	0.000469	0.000272	0.000629
after CTS	0.000462	0.000258	0.000561
final	0.000462	0.000248	0.000561
[path summary, 6_finish.rpt]
path,depth (start not counted),endpoint,startpoint,slack (ps)
hold reg to reg,0,O_data[0],buffer[0],450
hold / removal,0,O_data[0],buffer[0],450
setup reg to reg,9,buffer[6],state[2],400
setup / recovery,9,buffer[6],state[2],400
[per-stage QoR]
step	setup WS (ps)	std cells	total power, W	hold slack [ps]
after global placement	509	325	0.00102	437
after global routing	140	333	0.00137	464
after detailed placement	432	325	0.00103	434
after floorplan	814	183	0.000913	416
final	399	333	0.00127	447
after CTS	425	333	0.00128	450
[cell families after synthesis]
group,Yosys count,synth area share (%)
simple gates,73,23.4
flops,30,40.5
compound gates,28,10.5
fa+ha+maj,17,11.3
buf+inv,14,3.06
xor+xnor,12,6.39
mux,9,4.79
[sequential cells by signal, indices dropped and copies added, names as in the netlist]
register	flops
O_data_ready	1
buffer	8
O_data	8
clk_count	8
O_ready	1
state	4
[placed cells by master (no fill, tap or decap), drive strengths merged, types with 3 or more instances in the layout]
| master | count |
|---|---|
| nand4 | 6 |
| dfxtp | 14 |
| mux2i | 9 |
| o21ai | 9 |
| clkbuf | 6 |
| or3b | 3 |
| nand2 | 18 |
| nor4 | 9 |
| clkdlybuf4s50 | 12 |
| edfxtp | 16 |
| inv | 9 |
| ha | 17 |
| xnor2 | 6 |
| a21oi | 4 |
| nor3 | 13 |
| nand3 | 7 |
| nor2 | 5 |
| xor2 | 5 |
Power is estimated from default activity; no workload was simulated.
