**flow/design.v**
```verilog
    localparam ADD     = 4'b0000;
    localparam SUB     = 4'b0001;
    localparam OR      = 4'b0010;
    localparam AND     = 4'b0011;
    localparam XOR     = 4'b0100;
    localparam NOT     = 4'b0101;
    localparam READ    = 4'b0110;
    localparam WRITE   = 4'b0111;
    localparam LOAD    = 4'b1000;
    localparam CMP     = 4'b1001;
    localparam SHIFT   = 4'b1010;
    localparam JMP     = 4'b1011;
    localparam JMPC    = 4'b1100;
    localparam SPECIAL = 4'b1101;
    localparam STACK   = 4'b1110;
    localparam MEM_NOP   = 2'b00;
    localparam MEM_READ  = 2'b01;
    localparam MEM_WRITE = 2'b10;
    localparam CMP_EQ_BIT       = 0;
    localparam CMP_RA_GT_RB_BIT = 1;
    localparam CMP_RB_GT_RA_BIT = 2;
    localparam CMP_RA_ZERO_BIT  = 3;
    localparam CMP_RB_ZERO_BIT  = 4;
    localparam CMP_CODE_EQ       = 3'b000;
    localparam CMP_CODE_RA_GT_RB = 3'b001;
    localparam CMP_CODE_RB_GT_RA = 3'b010;
    localparam CMP_CODE_RA_ZERO  = 3'b011;
    localparam CMP_CODE_RB_ZERO  = 3'b100;
module alu(input wire I_clk,
    input wire I_reset,
    input wire I_enable,
    input wire[3:0] I_opcode,
    input wire I_opcode_mode,
    input wire[7:0] I_immediate,
    input wire[15:0] I_pc,
    input wire[15:0] I_rA,
    input wire[15:0] I_rB,
    input wire[2:0] I_compare_code,
    input wire I_irq_active,
    output reg[15:0] O_out,
    output reg O_write_rD,
    output reg O_write_pc,
    output reg O_irq_enable,
    output reg[1:0] O_memory_size,
    output reg[1:0] O_memory_mode);
localparam OPCODE_MODE_SIGNED = 1'b0;
localparam OPCODE_MODE_UNSIGNED = 1'b1;
localparam OPCODE_MODE_HI = 1'b1;
localparam OPCODE_MODE_LO = 1'b0;
localparam OPCODE_MODE_IMMEDIATE = 1'b1;
reg irq_recover = 0;
always @(posedge I_clk)
begin: IRQ_ACTIVE
    if (I_irq_active) begin
        O_irq_enable <= 0;
    end
end
always @(posedge I_clk)
begin: ALU
    if (I_reset) begin
        O_irq_enable <= 0;
    end
    else if (I_enable == 1) begin
        if (I_opcode == ADD)
        begin
            if (I_opcode_mode == OPCODE_MODE_SIGNED)
            begin
                if (I_immediate[0] == 1) begin
                    O_out <= $signed(I_rA) + $signed({{12{I_immediate[4]}}, I_immediate[4:1]});
                end
                else begin
                    O_out <= $signed(I_rA) + $signed(I_rB);
                end
            end
            else begin
                if (I_immediate[0] == 1) begin
                    O_out <= $unsigned(I_rA) + $unsigned({12'b0, I_immediate[4:1]});
                end
                else begin
                    O_out <= $unsigned(I_rA) + $unsigned(I_rB);
                end
            end
            O_write_pc <= 0;
            O_write_rD <= 1;
            O_memory_mode <= MEM_NOP;
            O_memory_size <= 1;
        end
        else if (I_opcode == SUB)
        begin
            if (I_opcode_mode == OPCODE_MODE_SIGNED)
            begin
                if (I_immediate[0] == 1) begin
                    O_out <= $signed(I_rA) - $signed({{12{I_immediate[4]}}, I_immediate[4:1]});
                end
                else begin
                    O_out <= $signed(I_rA) - $signed(I_rB);
                end
            end
            else begin
                if (I_immediate[0] == 1) begin
                    O_out <= $unsigned(I_rA) - $signed({12'b0, I_immediate[4:1]});
                end
                else begin
                    O_out <= $unsigned(I_rA) - $unsigned(I_rB);
                end
            end
            O_write_pc <= 0;
            O_write_rD <= 1;
            O_memory_mode <= MEM_NOP;
            O_memory_size <= 1;
        end
        else if (I_opcode == OR)
        begin
            if (I_opcode_mode == OPCODE_MODE_IMMEDIATE) begin
                O_out <= I_rA | {11'b0, I_immediate[4:0]};
            end 
            else begin 
                O_out <= I_rA | I_rB;
            end
            O_write_pc <= 0;
            O_write_rD <= 1;
            O_memory_mode <= MEM_NOP;
            O_memory_size <= 1;
        end
        else if (I_opcode == AND)
        begin
            if (I_opcode_mode == OPCODE_MODE_IMMEDIATE) begin
                O_out <= I_rA & {11'b0, I_immediate[4:0]};
            end 
            else begin 
                O_out <= I_rA & I_rB;
            end
            O_write_pc <= 0;
            O_write_rD <= 1;
            O_memory_mode <= MEM_NOP;
            O_memory_size <= 1;
        end
        else if (I_opcode == XOR)
        begin
            if (I_opcode_mode == OPCODE_MODE_IMMEDIATE) begin
                O_out <= I_rA ^ {11'b0, I_immediate[4:0]};
            end 
            else begin 
                O_out <= I_rA ^ I_rB;
            end
            O_write_pc <= 0;
            O_write_rD <= 1;
            O_memory_mode <= MEM_NOP;
            O_memory_size <= 1;
        end
        else if (I_opcode == NOT)
        begin
            O_out <= ~I_rA;
            O_write_pc <= 0;
            O_write_rD <= 1;
            O_memory_mode <= MEM_NOP;
            O_memory_size <= 1;
        end
        else if (I_opcode == READ)
        begin
            O_out <= $signed(I_rA) + $signed({{11{I_immediate[4]}}, I_immediate[4:0]});
            O_write_pc <= 0;
            O_write_rD <= 1;
            O_memory_mode <= MEM_READ;
            O_memory_size <= I_opcode_mode == 1 ? 2 : 1;
        end
        else if (I_opcode == WRITE)
        begin
            O_out <= $signed(I_rA) + $signed({{11{I_immediate[4]}}, I_immediate[4:0]});
            O_write_pc <= 0;
            O_write_rD <= 0;
            O_memory_mode <= MEM_WRITE;
            O_memory_size <= I_opcode_mode == 1 ? 2 : 1;
        end
        else if (I_opcode == LOAD)
        begin
            if (I_opcode_mode == OPCODE_MODE_HI)
            begin
                O_out[15:8] <= I_immediate;
                O_out[7:0] <= 0;
            end
            else begin
                O_out[15:8] <= 0;
                O_out[7:0] <= I_immediate;
            end
            O_write_pc <= 0;
            O_write_rD <= 1;
            O_memory_mode <= MEM_NOP;
            O_memory_size <= 1;
        end
        else if (I_opcode == CMP)
        begin
            if (I_opcode_mode == OPCODE_MODE_SIGNED)
            begin
                O_out[CMP_RB_GT_RA_BIT] <= $signed(I_rA) < $signed(I_rB) ? 1 : 0;
                O_out[CMP_RA_GT_RB_BIT] <= $signed(I_rA) > $signed(I_rB) ? 1 : 0;
                O_out[CMP_EQ_BIT]       <= $signed(I_rA) == $signed(I_rB) ? 1 : 0;
                O_out[CMP_RA_ZERO_BIT]  <= $signed(I_rA) == 0 ? 1 : 0;
                O_out[CMP_RB_ZERO_BIT]  <= $signed(I_rB) == 0 ? 1 : 0;
            end
            else
            begin
                O_out[CMP_RB_GT_RA_BIT] <= $unsigned(I_rA) < $unsigned(I_rB) ? 1 : 0;
                O_out[CMP_RA_GT_RB_BIT] <= $unsigned(I_rA) > $unsigned(I_rB) ? 1 : 0;
                O_out[CMP_EQ_BIT]       <= $unsigned(I_rA) == $unsigned(I_rB) ? 1 : 0;
                O_out[CMP_RA_ZERO_BIT]  <= $unsigned(I_rA) == 0 ? 1 : 0;
                O_out[CMP_RB_ZERO_BIT]  <= $unsigned(I_rB) == 0 ? 1 : 0;
            end
            O_out[15:5] <= 0;
            O_write_pc <= 0;
            O_write_rD <= 1;
            O_memory_mode <= MEM_NOP;
            O_memory_size <= 1;
        end
        else if (I_opcode == SHIFT)
        begin
            if (I_opcode_mode == 1) begin
                O_out <= I_rA >> $unsigned(I_immediate);
            end
            else begin
                O_out <= I_rA << $unsigned(I_immediate);
            end
            O_write_pc <= 0;
            O_write_rD <= 1;
            O_memory_mode <= MEM_NOP;
            O_memory_size <= 1;
        end
        else if (I_opcode == JMP)
        begin
            if (I_opcode_mode == 0) begin
                O_out <= $signed(I_pc) + $signed({{8{I_immediate[7]}}, I_immediate});
            end
            else begin
                O_out <= I_rA;
            end
            O_write_pc <= 1;
            O_write_rD <= 0;
            O_memory_mode <= MEM_NOP;
            O_memory_size <= 1;
        end
        else if (I_opcode == JMPC)
        begin
            if (I_opcode_mode == 1) begin
                O_out <= $signed(I_pc) + $signed({{8{I_immediate[4]}}, I_immediate});
            end
            else begin
                O_out <= I_rB;
            end
            O_memory_mode <= MEM_NOP;
            O_memory_size <= 1;
            O_write_rD <= 0;
            if (I_compare_code == CMP_CODE_EQ)
            begin
                O_write_pc <= I_rA[CMP_EQ_BIT] == 1 ? 1 : 0;
            end
            else if(I_compare_code == CMP_CODE_RA_GT_RB)
            begin
                O_write_pc <= I_rA[CMP_RA_GT_RB_BIT] == 1 ? 1 : 0;
            end
            else if(I_compare_code == CMP_CODE_RB_GT_RA)
            begin
                O_write_pc <= I_rA[CMP_RB_GT_RA_BIT] == 1 ? 1 : 0;
            end
            else if(I_compare_code == CMP_CODE_RA_ZERO)
            begin
                O_write_pc <= I_rA[CMP_RA_ZERO_BIT] == 1 ? 1 : 0;
            end
            else if(I_compare_code == CMP_CODE_RB_ZERO)
            begin
                O_write_pc <= I_rA[CMP_RB_ZERO_BIT] == 1 ? 1 : 0;
            end
        end
        else if(I_opcode == SPECIAL)
        begin
            if (I_immediate[2:0] == 3'b000) begin 
                O_out <= I_pc;
                O_memory_mode <= MEM_NOP;
                O_write_rD <= 1;
                O_write_pc <= 0;
                O_memory_size <= 1;
            end
            else if (I_immediate[2:0] == 3'b001) begin 
                O_out <= I_pc;
                O_memory_mode <= MEM_NOP;
                O_write_rD <= 0;
                O_write_pc <= 0;
                O_memory_size <= 1;
                O_irq_enable <= 1;
                irq_recover <= 1;
            end
            else if (I_immediate[2:0] == 3'b010) begin 
                O_out <= I_pc;
                O_memory_mode <= MEM_NOP;
                O_write_rD <= 0;
                O_write_pc <= 0;
                O_memory_size <= 1;
                O_irq_enable <= 0;
                irq_recover <= 0;
            end
            else if (I_immediate[2:0] == 3'b100) begin 
                O_out <= $signed(I_rA) + 2;
                O_memory_mode <= MEM_READ;
                O_write_rD <= 1;
                O_write_pc <= 1;
                O_memory_size <= 2;
                O_irq_enable <= irq_recover;
            end
        end
        else if(I_opcode == STACK)
        begin
            if (I_opcode_mode == 0) begin
                O_out <= $signed(I_rA) - 2;
                O_memory_mode <= MEM_WRITE;
                O_write_rD <= 1;
                O_write_pc <= 0;
                O_memory_size <= 2;
            end 
            else if (I_opcode_mode == 1) begin
                O_out <= $signed(I_rA) + 2;
                O_memory_mode <= MEM_READ;
                O_write_rD <= 1;
                O_write_pc <= 0;
                O_memory_size <= 2;
            end
        end
    end
end
endmodule
```
**flow/run.sh**
```bash
#!/bin/bash
# OpenROAD 26Q1-2900-gdf79404cd8, Yosys 0.63+post, stock flow scripts
make -C /OpenROAD-flow-scripts/flow DESIGN_CONFIG=/design/flow/config.mk WORK_HOME=/design/flow/orfs finish
```
**flow/config.mk**
```make
export PLATFORM = sky130hd
export DESIGN_NAME = alu
export DESIGN_NICKNAME = alu
export VERILOG_FILES = /design/flow/design.v
export SDC_FILE = /design/flow/constraint.sdc
export NUM_CORES = 4
export LEC_CHECK = 1
export CORE_UTILIZATION = 40
```
**flow/constraint.sdc**
```tcl
current_design alu

set clk_period 6.1
set clk_io_pct 0.2

create_clock -name clk0 -period $clk_period [get_ports {I_clk}]

set non_clock_inputs [all_inputs -no_clocks]
set_input_delay [expr $clk_period * $clk_io_pct] -clock clk0 $non_clock_inputs
set_output_delay [expr $clk_period * $clk_io_pct] -clock clk0 [all_outputs]
```
==> changes_impl.md <==
### Implementation results

- EDFF count, synth: 22
- Met1 usage: between 50% and 60%
- Port Buffers: 88
- Post-route setup TNS: 0 ps
- Top_reg_cell synth: edfxtp_1
- Worst Hold Class: in -> reg
- Global-route wire length before repair: about 80000 µm
- RD Place Congestion: 1.06
- Core area: 27300 µm²
- Most frequent logic cells in the routed design: 142 x a21oi_1, 134 x nand2_1, 130 x nor2_1
- Area occupied by multi-input gates: 9780 µm²
- Crit-path max cell delay: 740 ps
- Crit path buf inv count: 2
- Gr busiest metal: met2
- Antenna cells: 0
- CTS Sinks: 22
- FILL cells: between 2000 and 3000
- Setup Crit Path Kind: in -> reg
- Power, Total: 1.54 mW
- Ports: 91
- DP Wirelength: between 40000 and 50000 µm
- Tool Warnings: 79
- Row Count: about 60
- DRC Markers: 0
- Hold Crit Start: I_opcode[0]
- Post-cts hold-fix buffer tally: 0
- Register Area: ~660 µm²
- Share of cells above drive strength 1: under 10%
- RSZ-0062 raised after global routing: false
- Yosys chip area: roughly 11000 µm²
- Die X-Extent: 169 µm
- Fraction of registers with async set/reset: 0%
- Worst path cell trace: clkdlybuf4s50_1, inv_1, ha_1, nor4_1, nand2_1, nor3_1, a221oi_1, xnor2_1, a21oi_1, a211oi_1, nand4_1, o2111ai_1
- Die footprint: 28700 µm²
- Fmax: approximately 190 MHz
- Die H: 169 µm
- Post-synth area hogs: ha_1 12%, xnor2_1 6.6%, a21oi_1 6.3%
- Post-cts gate resize count: 0
- Routed len/inst: 28.4 µm
- Antenna violations before repair: 1
- Bufs on Longest Clock Path: 2
- Yosys top cell by area: ha_1
- GRT Overall Usage: 39.6%
- Seq/Total Area, Yosys: 5.89%
- Pins Over Slew Limit: 0
- GR Overflow Total: 0
- Cells after Synth: 1577
- WHS: between 1500 and 2000 ps
- Power per cell area: 123 nW/µm²
- Drt pass-1 iters: 6
- Initial drt markers: between 1500 and 2000
- Vias in the first global route: 12300
- Area Overhead vs Synth: 11.8%
- TritonCTS clock tree: done
- M2 GR Usage: 57.3%
- Slew margin rel.: 33.1%
- VDD IR max: 0.122 mV
- # Max-Cap Violations: 0
- Setup violators final: 0
- Nature of the critical path endpoint: flip-flop
- Startpoint Class: primary input
- # Cells Yosys: 1577
- CP required: 6170 ps
- Routed Antenna Nets: 0
- Fin crit period: 5150 ps
- Max Fanout on Critical Path: 13
- Root Buffer: clkbuf_16
- Grt met3 use: between 10% and 20%
- Outcome: finished, final reports clean
- Largest net degree at the start of global routing: 58
- Num CTS Buffers: 3
- Pre-Place Util: between 40% and 50%
- DR vias: 13400
- Yosys reg bits: 22
- Worst-path clk slew: approximately 60 ps
- Final Hold Viols: 0
- CP delay by family, top: simple AND/OR/NAND/NOR gates
- Total wire length: 56100 µm
- Leakage: around 4.8 nW
- Hold Crit Depth: 3
- Hold endpoint: O_memory_mode[1]
- Via density: 6.76
- Distinct lib cells used: 89
- Slowest CP cell: nor4_1
- Mapped cell area: 11200 µm²
- CP arrival: 5220 ps
- Yosys Warn Count: 3
- Dominant logic cell type in the layout: a21oi_1
- Least-Margin Pin Slew: 1000 ps
- Mean Syn Cell Area: 7.12 µm²
- Area leader share: 12.4%
- H-tree Lvls: 1
- Setup Buffers After CTS: 0
- CP Depth: 12
- Cycle use final: between 80% and 90%
## cells by family (layout without fill, tap and decap cells)
logic type      count (synthesis)  after routing  synth area share (%)
compound gates                563            563                  33.8
xor+xnor                      110            110                  8.59
fa+ha+maj                     117            117                  13.4
buf+inv                       190            218                  7.05
flops                          22             22                  5.89
mux                            74             74                  9.41
other cells                     1              1                0.0334
simple gates                  500            500                  21.8
## metrics by stage
stage | area, µm² | instances | utilization, % | worst slack (ps)
finish | 12500 | 1977 | 46.0 | 948
global route | 12500 | 1977 | 46.0 | 912
global placement | 12400 | 1973 | 45.6 | 961
CTS | 12500 | 1977 | 46.0 | 1220
floorplan | 11200 | 1577 | - | 1210
detailed placement | 12400 | 1973 | 45.6 | 965
## cells in the mapped netlist, types with 12 or more instances
cell and number:
nor4_1 15, xor2_1 26, nor2b_1 20, o22ai_1 22, o211ai_1 28, inv_1 62
buf_1 21, nor3_1 50, nand3_1 33, mux2_2 12, mux2i_1 38, and3_1 22
a21oi_1 142, buf_2 32, a221oi_1 24, nor2_1 130, nand4_1 13, mux4_2 24
xnor2_1 84, nand2b_1 17, ha_1 111, a211oi_1 38, o21ai_0 110, a21o_1 19
edfxtp_1 22, a211o_1 13, o31ai_1 16, o221ai_1 16, nand2_1 134, clkbuf_1 58
## flip-flops by register name, summed over array words and instances (netlist names)
signal / cells
O_out: 16
O_memory_mode: 2
O_memory_size: 2
O_write_pc: 1
O_write_rD: 1
## power by group
| part | switching, mW | total (mW) | internal (mW) |
|---|---|---|---|
| clock | 0.0524 | 0.183 | 0.130 |
| sequential | 0.00282 | 0.189 | 0.187 |
| combinational | 0.728 | 1.17 | 0.441 |
## routing by layer
metal  wire length [µm]  share of wire, %
met3               6930                12
met2              23400                42
met1              23200                41
met5                 13             0.023
met4               2500               4.5
## area by class of cell
class | count | share of cell area (%)
multi-input cells | 1365 | 77.9
repair buffers | 141 | 10.1
flip-flops and latches | 22 | 5.27
well taps | 372 | 3.71
inverters | 73 | 2.18
clock buffers | 3 | 0.599
clock inverters | 1 | 0.239
## how the worst max path moves through the flow
stage / slack [ps] / end / start
4_1_cts: 1220 / O_out[13] / I_immediate[4]
5_1_grt: 910 / O_out[13] / I_immediate[4]
6_report: 950 / O_out[13] / I_immediate[4]
Power is estimated from default activity; no workload was simulated.
